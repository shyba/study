## ./design.v

```verilog
module top(input clk, output D1, output D2, output D3, output D4, output D5);
reg [23:0] divider;
reg [3:0] counter;
parameter clk_freq_hz = 12000000;  
always @(posedge clk) begin
        divider <= (divider < clk_freq_hz) ? (divider + 1) : 0;
        counter <= (divider == 0) ? (counter + 1) : counter;
end
initial begin
        divider = 1;
end
assign D1 = counter[0];
assign D2 = counter[1];
assign D3 = counter[2];
assign D4 = counter[3];
assign D5 = counter == 0;
endmodule
```

## ./run.sh

```bash
#!/bin/bash
# OpenROAD 26Q1-2900-gdf79404cd8, Yosys 0.63+post, stock flow scripts
make -C /OpenROAD-flow-scripts/flow DESIGN_CONFIG=/design/flow/config.mk WORK_HOME=/design/flow/orfs finish
```

## ./config.mk

```make
export PLATFORM = sky130hd
export DESIGN_NAME = top
export DESIGN_NICKNAME = top
export VERILOG_FILES = /design/flow/design.v
export SDC_FILE = /design/flow/constraint.sdc
export NUM_CORES = 4
export LEC_CHECK = 1
export CORE_AREA = 10 10 92 92
export DIE_AREA = 0 0 102 102
```

## ./constraint.sdc

```tcl
current_design top

set clk_period 3.2
set clk_io_pct 0.2

create_clock -name clk0 -period $clk_period [get_ports {clk}]

set non_clock_inputs [all_inputs -no_clocks]
set_input_delay [expr $clk_period * $clk_io_pct] -clock clk0 $non_clock_inputs
set_output_delay [expr $clk_period * $clk_io_pct] -clock clk0 [all_outputs]
```

==> reports/qor.txt <==
Cell Pwr Density - 350 nW/um^2
Crit path cell chain - inv_1, ha_1, nor3b_1, clkdlybuf4s50_1
Flop pwr share - 0.651
CTS tree - built
CTS root buf - clkbuf_8
Ports - 6
Fmax - 442 MHz
Critical path launch point type - register
Total wire length - 2.61 mm
Syn_area_per_cell - 9.33 sq um
RSZ-0062 raised after global routing - no
Peak supply drop - 179 uV
Detailed-route via count - 1083
Clk slew on worst S/H paths - 90 ps
Chip area - 10400 sq um
CTS resizes - 0
Final Util - 0.241
Status - finished clean
Setup Buffers After CTS - 0
Count of yosys warnings during synthesis - 1
Number of port buffers - 5
Worst hold path type - reg2reg
Cell Area, Synth - 1370 sq um
Kind of critical path - reg2out
CTS max path bufs - 2
Number of global-route vias before repair - 949
Initial antenna violation count - 0
Synth Seq Share - 0.438
Row Count - 29
Mapped Cells - 147
First-pass GRT wire length - 4.43 mm
DRT Pass-1 Iters - 4
Leakage power - 0.552 nW
Slew Limit Fails - 0
# fillers - 680
Crit path DRT - 2560 ps
RD Place Congestion - 0.825
Sw Pwr - 0.000105 W
# DRC - 0
Largest area contributor in the synthesized netlist - dfxtp_1
Final period util - 0.708
Combinational power share - 0
FP Util - 0.212
Final Non-Filler Cells - 229
Setup TNS - 0 ps
Worst slew pin tran - 796 ps
Yosys chip area - 1370 sq um
Drt wl/cell - 11.4 microns
Post-layout minimum cycle time - 2260 ps
Total global-route track usage - 0.0505
Worst path max stage delay - 500 ps
CTS Buf Count - 3
Total Power - 0.000546 W
Most used flip-flop cell - dfxtp_1
Share of layout cells above drive strength 1 - 0.0789
Layout area overhead - 13.7%
Die Span Y - 102 microns
Latency at later pin - 270 ps
Post-detailed-route count of antenna-violating nets - 0
Yosys cell types - 34
DIE WIDTH - 102 microns
Worst Path Buf+Inv - 2
Final hold violations - 0
CP max stage cell - clkdlybuf4s50_1
Critical Path AT - 1620 ps
CP max FO - 4
Vias per cell - 4.73
Int Pwr - 0.000441 W
CP Capture Type - primary output
Core region area - 6460 sq um
Switching part of the total - 0.192
Async S/R FF share, synth - 0
Top-area cell share - 0.350
Initial DRC count - 140
Pin count of the biggest net entering global routing - 26
Synth top cells by count - 24 x dfxtp_1, 15 x a21oi_1, 9 x nand2_1, 8 x a22oi_1, 8 x inv_1
Placed insts - 225
Relative slew slack - 0.466
Final HPWL DP - 1.84 mm
Post-synthesis cell count from yosys - 147
Final setup violation count - 0
# diodes - 0
Top cells by area - dfxtp_1 35%, edfxtp_1 8.8%, a21oi_1 5.5%
Hold_buf cts - 0
Grt ovf - 0
Number of enable flip-flop cells - 4
#FFs+latches synth - 28
Clock skew - 5.94 ps
Count leader, synth - dfxtp_1
Clock Power Share - 0.349
H-tree Lvls - 1
Top Family by Delay on Critical Path - buffers and inverters
Clk sinks - 28
OpenROAD warning count - 27
Count of max-cap constraint violations - 0
[layer usage]
metal	up-vias	GRT usage	part of all wire	wire, microns
li1	558	-	-	-
met1	512	0.0722	0.51	1340
met2	13	0.0795	0.44	1140
met3	0	0.0143	0.047	123
met4	0	0	0	0
met5	-	0	0	0
[worst register-to-register path, stage by stage, from the launching register on]
cell,delay (ps)
dfxtp_1,420
ha_1,210
nand3_1,200
or4_1,620
or4_4,460
a22oi_2,140
[cell usage in the layout (no fill, tap or decap), types with 4 or more instances in the layout]
cell type	n
inv_1	8
dfxtp_1	24
nor4_1	6
a22oi_1	8
nand3_1	5
o21ai_0	6
nand4_1	5
a21oi_1	15
clkdlybuf4s50_1	5
xor2_1	7
or3_1	6
xnor2_1	7
edfxtp_1	4
nand2_1	9
ha_1	4
[logic make-up after synthesis]
group,Yosys count,share of synthesized area
AND-OR/OR-AND,38,0.172
XOR/XNOR,14,0.0894
adder cells (fa/ha/maj),4,0.0365
buffers and inverters,14,0.0392
flip-flops,28,0.438
AND/OR/NAND/NOR,49,0.224
[area by class of cell]
cell class,instances,area [sq um],area share
clock inverter,1,3.75,0.00241
tap,77,96.3,0.0618
inverter,8,30.0,0.0193
multi-input combinational,105,722,0.463
timing repair buffer,7,65.1,0.0417
sequential,28,601,0.385
clock buffer,3,41.3,0.0265
[stage by stage]
step | area (sq um) | hold slack (ps) | setup WS [ps]
3_3_place_gp | 1510 | 484 | 1170
6_report | 1560 | 515 | 935
5_1_grt | 1560 | 539 | 844
3_5_place_dp | 1510 | 497 | 1130
4_1_cts | 1560 | 519 | 920
2_1_floorplan | 1370 | 460 | 1300
[state kept, by name, summed over array words and instances, names as in the netlist]
register,cells
counter,4
divider,24
[path summary, 6_finish.rpt]
path              startpoint          end  slack [ps]  cells past startpoint
setup / recovery  counter[0]           D5         940                      4
hold / removal    divider[0]   divider[0]         520                      1
setup reg to reg  divider[0]  divider[20]        1100                      5
hold reg to reg   divider[0]   divider[0]         520                      1
[power groups by stage]
stage / registers (W) / clock network (W) / logic, W
final: 0.000355 / 0.000191 / 0.000000000289
after global routing: 0.000355 / 0.000211 / 0.000000000289
after CTS: 0.000355 / 0.000201 / 0.000000000289
Power and IR drop assume default switching activity.
